$ cat run.sh
#!/bin/bash
# OpenROAD 26Q1-2900-gdf79404cd8, Yosys 0.63+post, stock flow scripts
make -C /OpenROAD-flow-scripts/flow DESIGN_CONFIG=/design/flow/config.mk WORK_HOME=/design/flow/orfs finish
$ cat config.mk
export PLATFORM = sky130hd
export DESIGN_NAME = encoder
export DESIGN_NICKNAME = encoder
export VERILOG_FILES = /design/flow/design.v
export SDC_FILE = /design/flow/constraint.sdc
export NUM_CORES = 4
export LEC_CHECK = 1
export CORE_UTILIZATION = 50
$ cat constraint.sdc
current_design encoder

set clk_period 4.0
set clk_io_pct 0.2

create_clock -name clk0 -period $clk_period [get_ports {clk}]

set non_clock_inputs [all_inputs -no_clocks]
set_input_delay [expr $clk_period * $clk_io_pct] -clock clk0 $non_clock_inputs
set_output_delay [expr $clk_period * $clk_io_pct] -clock clk0 [all_outputs]
$ cat design.v
module encoder(
    input [7:0] MX,
    input start,
    input stop,
    input clk,
     output reg [7:0] CX,
	 output reg [1:0] state,
	 output reg [1:0] next_state,
	 output reg out,
	 output reg load,
	 output reg work,
	 output reg [7:0] counter,
	 output reg [2:0] counter_out
    );
parameter S_idle = 2'b00 , 
				S_in = 2'b01,
				S_out = 2'b10;	
reg [7:0] X0,X1,X2,X3,X4,X5;
wire [7:0] X5MX,X0_h,X1_h,X2_h,X3_h,X4_h,X5_h;
always@(negedge(clk))
	begin
		if(stop) state = S_idle;
		else     state = next_state;
	end
always@(state,start,counter,counter_out)
	begin
		load = 0;
		work = 0;
		out  = 0;
		case(state)
			S_idle: 
				begin
					load = 1; 
					if(start) 
						next_state = S_in;
				end
			S_in:	
				begin
					work = 1;
					if(counter>=249) 
						next_state = S_out;
				end
			S_out:
				begin
					out = 1;
					if(counter_out>5)
						next_state = S_idle;
				end
			default: next_state = S_idle;
		endcase
	end
assign  X5MX = X5 ^ MX;
wire [7:0] g0 = 117;
wire [7:0] g1 = 49;
wire [7:0] g2 = 58;
wire [7:0] g3 = 158;
wire [7:0] g4 = 4;
wire [7:0] g5 = 126;
multiply M0 (.A(X5MX),.B(g0),.X(X0_h));
multiply M1 (.A(X5MX),.B(g1),.X(X1_h));
multiply M2 (.A(X5MX),.B(g2),.X(X2_h));
multiply M3 (.A(X5MX),.B(g3),.X(X3_h));
multiply M4 (.A(X5MX),.B(g4),.X(X4_h));
multiply M5 (.A(X5MX),.B(g5),.X(X5_h));
always@(posedge(clk))
	begin
		if(load)
			begin
				counter <= 8'b00000000;
				counter_out <= 3'b000;
				X0 <= 8'b00000000;
				X1 <= 8'b00000000;
				X2 <= 8'b00000000;
				X3 <= 8'b00000000;
				X4 <= 8'b00000000;
				X5 <= 8'b00000000;
				CX <= 8'b00000000;
			end
		if(work)
			begin
				X5 <= X4^X5_h;
				X4 <= X3^X4_h;
				X3 <= X2^X3_h;
				X2 <= X1^X2_h;
				X1 <= X0^X1_h;
				X0 <= X0_h;
				CX <= MX;
				counter <= counter + 1;
			end
		 if(out)
			begin
				CX <= X5;
				X5 <= X4;
				X4 <= X3;
				X3 <= X2;
				X2 <= X1;
				X1 <= X0;
				X0 <= 8'b00000000;
				counter_out <= counter_out+1;
			end
	end
endmodule
module multiply(
    input [7:0] A,
    input [7:0] B,
    output[7:0] X
    );
wire [14:0] z;
assign z[0] = (A[0]&B[0]);
assign z[1] = (A[1]&B[0])^(A[0]&B[1]);
assign z[2] = (A[2]&B[0])^(A[1]&B[1])^(A[0]&B[2]);
assign z[3] = (A[3]&B[0])^(A[2]&B[1])^(A[1]&B[2])^(A[0]&B[3]);
assign z[4] = (A[4]&B[0])^(A[3]&B[1])^(A[2]&B[2])^(A[1]&B[3])^(A[0]&B[4]);
assign z[5] = (A[5]&B[0])^(A[4]&B[1])^(A[3]&B[2])^(A[2]&B[3])^(A[1]&B[4])^(A[0]&B[5]);
assign z[6] = (A[6]&B[0])^(A[5]&B[1])^(A[4]&B[2])^(A[3]&B[3])^(A[2]&B[4])^(A[1]&B[5])^(A[0]&B[6]);
assign z[7] = (A[7]&B[0])^(A[6]&B[1])^(A[5]&B[2])^(A[4]&B[3])^(A[3]&B[4])^(A[2]&B[5])^(A[1]&B[6])^(A[0]&B[7]);
assign z[8] = (A[7]&B[1])^(A[6]&B[2])^(A[5]&B[3])^(A[4]&B[4])^(A[3]&B[5])^(A[2]&B[6])^(A[1]&B[7]);
assign z[9] = (A[7]&B[2])^(A[6]&B[3])^(A[5]&B[4])^(A[4]&B[5])^(A[3]&B[6])^(A[2]&B[7]);
assign z[10]= (A[7]&B[3])^(A[6]&B[4])^(A[5]&B[5])^(A[4]&B[6])^(A[3]&B[7]);
assign z[11]= (A[7]&B[4])^(A[6]&B[5])^(A[5]&B[6])^(A[4]&B[7]);
assign z[12]= (A[7]&B[5])^(A[6]&B[6])^(A[5]&B[7]);
assign z[13]= (A[7]&B[6])^(A[6]&B[7]);
assign z[14]= (A[7]&B[7]);
wire [8:0] poly = 9'b100011101;
wire [8:0] D1 = {z[14],z[13],z[12],z[11],z[10],z[9],z[8],z[7],z[6]};
wire [8:0] and1 = {D1[8]&poly[8],D1[8]&poly[7],D1[8]&poly[6],D1[8]&poly[5],D1[8]&poly[4],D1[8]&poly[3],D1[8]&poly[2],D1[8]&poly[1],D1[8]&poly[0]};
wire [8:0] MUX1 = D1^and1;
wire [8:0] D2 = {MUX1[7],MUX1[6],MUX1[5],MUX1[4],MUX1[3],MUX1[2],MUX1[1],MUX1[0],z[5]};
wire [8:0] and2 = {D2[8]&poly[8],D2[8]&poly[7],D2[8]&poly[6],D2[8]&poly[5],D2[8]&poly[4],D2[8]&poly[3],D2[8]&poly[2],D2[8]&poly[1],D2[8]&poly[0]};
wire [8:0] MUX2 = D2^and2;
wire [8:0] D3 = {MUX2[7],MUX2[6],MUX2[5],MUX2[4],MUX2[3],MUX2[2],MUX2[1],MUX2[0],z[4]};
wire [8:0] and3 = {D3[8]&poly[8],D3[8]&poly[7],D3[8]&poly[6],D3[8]&poly[5],D3[8]&poly[4],D3[8]&poly[3],D3[8]&poly[2],D3[8]&poly[1],D3[8]&poly[0]};
wire [8:0] MUX3 = D3^and3;
wire [8:0] D4 = {MUX3[7],MUX3[6],MUX3[5],MUX3[4],MUX3[3],MUX3[2],MUX3[1],MUX3[0],z[3]};
wire [8:0] and4 = {D4[8]&poly[8],D4[8]&poly[7],D4[8]&poly[6],D4[8]&poly[5],D4[8]&poly[4],D4[8]&poly[3],D4[8]&poly[2],D4[8]&poly[1],D4[8]&poly[0]};
wire [8:0] MUX4 = D4^and4;
wire [8:0] D5 = {MUX4[7],MUX4[6],MUX4[5],MUX4[4],MUX4[3],MUX4[2],MUX4[1],MUX4[0],z[2]};
wire [8:0] and5 = {D5[8]&poly[8],D5[8]&poly[7],D5[8]&poly[6],D5[8]&poly[5],D5[8]&poly[4],D5[8]&poly[3],D5[8]&poly[2],D5[8]&poly[1],D5[8]&poly[0]};
wire [8:0] MUX5 = D5^and5;
wire [8:0] D6 = {MUX5[7],MUX5[6],MUX5[5],MUX5[4],MUX5[3],MUX5[2],MUX5[1],MUX5[0],z[1]};
wire [8:0] and6 = {D6[8]&poly[8],D6[8]&poly[7],D6[8]&poly[6],D6[8]&poly[5],D6[8]&poly[4],D6[8]&poly[3],D6[8]&poly[2],D6[8]&poly[1],D6[8]&poly[0]};
wire [8:0] MUX6 = D6^and6;
wire [8:0] D7 = {MUX6[7],MUX6[6],MUX6[5],MUX6[4],MUX6[3],MUX6[2],MUX6[1],MUX6[0],z[0]};
wire [8:0] and7 = {D7[8]&poly[8],D7[8]&poly[7],D7[8]&poly[6],D7[8]&poly[5],D7[8]&poly[4],D7[8]&poly[3],D7[8]&poly[2],D7[8]&poly[1],D7[8]&poly[0]};
wire [8:0] MUX7 = D7^and7;
assign X = MUX7[7:0];
endmodule
==> flow_summary.toml <==
# synthesis and place-and-route metrics
[floorplanning]
initial_core_util_pct = 52.0
io_pins = 37
die_h_um = 92.1
rows = 32
die_area_um2 = 8490
die_w_um = 92.1
core_area_um2 = 7810

[power_and_ir_drop]
leakagePower_nw = 2.02
power_density_nw_per_um2 = 708
power.total_mw = 3.45
vdd.ir_drop.worst_uv = 240

[worst_setup_path]
cp-startpoint = "state[0]"
critPathKind = "reg2out"
crit_fanout = 4
r2r-start = "state[1]"
critPathLaunchType = "flip-flop"
critPathCaptureType = "primary output"
cp_data_arrival_time_ns = 3.14
required_ns = 3.20

[detailed_routing]
post_drt_wl_per_cell_um = 16.6
totalWireLength_um = 8490
first_iter_violations = 99
antenna_left = 0
num_antenna_cells = 0
drt-vias-per-instance = 5.37
dr.pass1.iters = 4
vias = 2743
drc = 0

[flow_run]
drv_cap = 0
warnings = 32

[yosys]
adder_share_pct = 1.23
ys_types = 34
synthMuxAreaShare_pct = 0
ys.flops = 71
synthCells = 353
ys_sh_xor_pct = 24.5
edf_count = 59
aoi_share_pct = 13.4
ys_cells = 353
synth_area_um2 = 4060
flop_cell = "edfxtp_1"
synthSimpleGateAreaFrac_pct = 8.72
ys_area_um2 = 4060
ys_warn_count = 1
syn_area_per_cell_um2 = 11.5
logic_family = "XOR/XNOR gates"
ys_async_sr_fraction_pct = 0

[global_route]
grtUsageMet1_pct = 39.8
met2_usage_pct = 34.5
grt_pass1_vias = 2760
grt_pass1_wl_um = 14300
grtUsageTotal_pct = 23.3
globalRouteMet3Util_pct = 4.98
grt_max_degree = 55
grt.busiest_layer = "met1"
gr-total-overflow = 0
antenna_found_initial = 0

[final_timing]
setup_tns_ns = 0
fin_skew_ns = 0.0383
max_slew_margin_pct = 63.7
final_hold_viol_count = 0
tightest_slew_ns = 0.544
maxSlewViolCount = 0
untimed_endpoints = 4
grt_setup_unrepaired = "false"
finalSetupViolCount = 0
unclocked_regs = 2
layout_setup_ws_ns = 0.0645
hold_ws_ns = 0.495

[placement]
dpl.cell_count = 489
dp_hpwl_um = 5270
place_ws_ns = 0.119
io_buffers = 36
gp_congestion = 0.782
placed_area_um2 = 4610

[status]
outcome = "finished, final reports clean"

[clocking]
root_buffer = "clkbuf_8"
cts_tree = "yes"
worstSkewPairLatency_ns = 0.37
cts_hold_buf = 0
htreeDepth = 3
clockBufferDepth = 2
numCtsBuffers = 9
clkSlewWorstSetupHoldPaths_ns = 0.07

[finish]
fillers = 612
finalInstanceArea_um2 = 4860
syn2layout_area_growth_pct = 19.7
post_route_cells_drive_above_1_share_pct = 13.9
finalNonFillerCells = 511
fin_util_pct = 62.3

[hold_path]
worst_hold_path_type = "reg2reg"
hp-start = "X0[4]"
==> what timing repair did <==
action | CTS | global route
setup buffers | 2 | 4
setup endpoints to repair | 5 | 3
resized | 18 | 7
pin swaps | 1 | 0
==> synthesized netlist by cell type (2+ instances only) <==
cell type  number  area [um^2]
nor2b_1         2         12.5
nand3_1         4         20.0
xnor2_2         4         65.1
dlxtn_1         2         30.0
xnor2_4         7          193
buf_1           2         7.51
a21oi_1        12         60.1
ha_1            4         50.1
nor2_1         18         67.6
a21o_1          6         45.0
clkinv_1        2         7.51
o31ai_1         9         67.6
or3_1          10         62.6
o211a_1         5         50.1
inv_1          14         52.6
and3_1          2         12.5
nand2_1        44          165
edfxtp_1       59         1770
dfxtp_1        10          200
xnor3_1         5          113
o21ai_0        33          165
xnor3_2         2         47.6
a22o_1         13          114
o21ai_1         5         25.0
clkbuf_1       12         45.0
xnor2_1        41          359
xor2_1         19          166
==> kinds of logic (layout without fill, tap and decap cells) <==
| kind of cell | Yosys count | after routing |
|---|---|---|
| AND-OR/OR-AND | 85 | 85 |
| AND/OR/NAND/NOR | 82 | 82 |
| XOR/XNOR | 80 | 80 |
| flip-flops | 69 | 69 |
| buffers and inverters | 31 | 87 |
| adder cells (fa/ha/maj) | 4 | 4 |
| latches | 2 | 2 |
==> per-layer routing <==
metal  up-vias  share of wire (%)
li1       1352                  -
met4         0                1.9
met1      1292                 46
met2        86                 46
met5         -                  0
met3        13                6.2
==> state kept, by name, indices dropped and copies added (netlist names) <==
| signal | cells |
|---|---|
| X4 | 8 |
| next_state | 2 |
| state | 2 |
| X0 | 8 |
| CX | 8 |
| counter | 8 |
| X3 | 8 |
| X5 | 8 |
| counter_out | 3 |
| X1 | 8 |
| X2 | 8 |
==> cells in the final DEF, fill, tap and decap left out, types with 5 or more instances in the layout <==
| master | count |
|---|---|
| o211a_1 | 5 |
| xnor2_1 | 41 |
| a22o_1 | 13 |
| o31ai_1 | 9 |
| nand2_1 | 41 |
| inv_1 | 13 |
| o21ai_0 | 33 |
| a21oi_1 | 12 |
| dfxtp_1 | 8 |
| clkdlybuf4s50_1 | 31 |
| o21ai_1 | 5 |
| xnor3_1 | 5 |
| edfxtp_1 | 59 |
| clkbuf_8 | 10 |
| nor2_1 | 17 |
| xnor2_4 | 7 |
| buf_4 | 15 |
| a21o_1 | 6 |
| or3_1 | 10 |
| xor2_1 | 19 |
==> power by group <==
| group | leakage, nW | switching, mW | internal (mW) |
|---|---|---|---|
| sequential | 0.789 | 0.132 | 1.04 |
| clock | 0.107 | 0.260 | 0.274 |
| combinational | 1.12 | 0.849 | 0.886 |
| total | 2.02 | 1.24 | 2.20 |
==> worst max-delay path: stages (launching register included) <==
cell     delay [ns]
dfxtp_4        0.36
buf_6          0.12
buf_4          0.13
nor2_4         0.07
buf_2          0.09
==> worst paths after layout <==
kind / slack (ns) / to / cells after the start
max: 0.06 / load / 4
min reg2reg: 0.50 / X0[4] / 2
min: 0.50 / X0[4] / 2
max reg2reg: 0.31 / X1[4] / 5
==> cell type report <==
class	instances	area [um^2]	share of cell area [%]
clock buffers	13	149	3.06
clock inverters	5	35.0	0.720
inverters	15	62.6	1.29
multi-input cells	251	1970	40.5
flip-flops and latches	71	2010	41.3
well taps	102	128	2.62
repair buffers	54	513	10.5
Power figures rest on the tool's default switching activity, not on a simulated workload.
