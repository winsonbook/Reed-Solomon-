===== ./run.sh =====
#!/bin/bash
# OpenROAD 26Q1-2900-gdf79404cd8, Yosys 0.63+post, stock flow scripts
make -C /OpenROAD-flow-scripts/flow DESIGN_CONFIG=/design/flow/config.mk WORK_HOME=/design/flow/orfs finish

===== ./config.mk =====
export PLATFORM = sky130hd
export DESIGN_NAME = z_to_y
export DESIGN_NICKNAME = z_to_y
export VERILOG_FILES = /design/flow/design.v
export SDC_FILE = /design/flow/constraint.sdc
export NUM_CORES = 4
export LEC_CHECK = 1
export CORE_UTILIZATION = 30

===== ./constraint.sdc =====
current_design z_to_y

set clk_period 73.3
set clk_io_pct 0.2

create_clock -name clk0 -period $clk_period

set non_clock_inputs [all_inputs -no_clocks]
set_input_delay [expr $clk_period * $clk_io_pct] -clock clk0 $non_clock_inputs
set_output_delay [expr $clk_period * $clk_io_pct] -clock clk0 [all_outputs]

===== ./design.v =====
module Determinant(
    input [7:0] d1,
    input [7:0] d2,
    input [7:0] d3,
    input [7:0] d4,
    input [7:0] d5,
    input [7:0] d6,
    input [7:0] d7,
    input [7:0] d8,
    input [7:0] d9,
    output [7:0] out
    );
wire [7:0] ml1,ml2,ml3,ml4,ml5,ml6,ml7,ml8,ml9,cof1,cof2,cof3,temp;
multiply m1 (.X(ml1),.A(d5),.B(d9));
multiply m2 (.X(ml2),.A(d6),.B(d8));
multiply m3 (.X(ml3),.A(d4),.B(d9));
multiply m4 (.X(ml4),.A(d6),.B(d7));
multiply m5 (.X(ml5),.A(d4),.B(d8));
multiply m6 (.X(ml6),.A(d5),.B(d7));
assign cof1 = ml1^ml2;
assign cof2 = ml3^ml4;
assign cof3 = ml5^ml6;
multiply m7 (.X(ml7),.A(d1),.B(cof1));
multiply m8 (.X(ml8),.A(d2),.B(cof2));
multiply m9 (.X(ml9),.A(d3),.B(cof3));
assign temp = ml7^ml8;
assign out = temp^ml9;
endmodule
module Inverse_8_bit(
    input [7:0] x,
    output [7:0] y
    );
wire [7:0] x2,x3,x4,x7,x8,x15,x30,x60,x120,x127,x254;	 
multiply MM1(.A(x),.B(x),.X(x2));
multiply MM2(.A(x),.B(x2),.X(x3));
multiply MM3(.A(x2),.B(x2),.X(x4));
multiply MM4(.A(x3),.B(x4),.X(x7));
multiply MM5(.A(x4),.B(x4),.X(x8));
multiply MM6(.A(x7),.B(x8),.X(x15));
multiply MM7(.A(x15),.B(x15),.X(x30));
multiply MM8(.A(x30),.B(x30),.X(x60));
multiply MM9(.A(x60),.B(x60),.X(x120));
multiply MM10(.A(x7),.B(x120),.X(x127));
multiply MM11(.A(x127),.B(x127),.X(x254));
assign y = x254;
endmodule
module multiply(
    input [7:0] A,
    input [7:0] B,
    output[7:0] X
    );
wire [14:0] z;
assign z[0] = (A[0]&B[0]);
assign z[1] = (A[1]&B[0])^(A[0]&B[1]);
assign z[2] = (A[2]&B[0])^(A[1]&B[1])^(A[0]&B[2]);
assign z[3] = (A[3]&B[0])^(A[2]&B[1])^(A[1]&B[2])^(A[0]&B[3]);
assign z[4] = (A[4]&B[0])^(A[3]&B[1])^(A[2]&B[2])^(A[1]&B[3])^(A[0]&B[4]);
assign z[5] = (A[5]&B[0])^(A[4]&B[1])^(A[3]&B[2])^(A[2]&B[3])^(A[1]&B[4])^(A[0]&B[5]);
assign z[6] = (A[6]&B[0])^(A[5]&B[1])^(A[4]&B[2])^(A[3]&B[3])^(A[2]&B[4])^(A[1]&B[5])^(A[0]&B[6]);
assign z[7] = (A[7]&B[0])^(A[6]&B[1])^(A[5]&B[2])^(A[4]&B[3])^(A[3]&B[4])^(A[2]&B[5])^(A[1]&B[6])^(A[0]&B[7]);
assign z[8] = (A[7]&B[1])^(A[6]&B[2])^(A[5]&B[3])^(A[4]&B[4])^(A[3]&B[5])^(A[2]&B[6])^(A[1]&B[7]);
assign z[9] = (A[7]&B[2])^(A[6]&B[3])^(A[5]&B[4])^(A[4]&B[5])^(A[3]&B[6])^(A[2]&B[7]);
assign z[10]= (A[7]&B[3])^(A[6]&B[4])^(A[5]&B[5])^(A[4]&B[6])^(A[3]&B[7]);
assign z[11]= (A[7]&B[4])^(A[6]&B[5])^(A[5]&B[6])^(A[4]&B[7]);
assign z[12]= (A[7]&B[5])^(A[6]&B[6])^(A[5]&B[7]);
assign z[13]= (A[7]&B[6])^(A[6]&B[7]);
assign z[14]= (A[7]&B[7]);
wire [8:0] poly = 9'b100011101;
wire [8:0] D1 = {z[14],z[13],z[12],z[11],z[10],z[9],z[8],z[7],z[6]};
wire [8:0] and1 = {D1[8]&poly[8],D1[8]&poly[7],D1[8]&poly[6],D1[8]&poly[5],D1[8]&poly[4],D1[8]&poly[3],D1[8]&poly[2],D1[8]&poly[1],D1[8]&poly[0]};
wire [8:0] MUX1 = D1^and1;
wire [8:0] D2 = {MUX1[7],MUX1[6],MUX1[5],MUX1[4],MUX1[3],MUX1[2],MUX1[1],MUX1[0],z[5]};
wire [8:0] and2 = {D2[8]&poly[8],D2[8]&poly[7],D2[8]&poly[6],D2[8]&poly[5],D2[8]&poly[4],D2[8]&poly[3],D2[8]&poly[2],D2[8]&poly[1],D2[8]&poly[0]};
wire [8:0] MUX2 = D2^and2;
wire [8:0] D3 = {MUX2[7],MUX2[6],MUX2[5],MUX2[4],MUX2[3],MUX2[2],MUX2[1],MUX2[0],z[4]};
wire [8:0] and3 = {D3[8]&poly[8],D3[8]&poly[7],D3[8]&poly[6],D3[8]&poly[5],D3[8]&poly[4],D3[8]&poly[3],D3[8]&poly[2],D3[8]&poly[1],D3[8]&poly[0]};
wire [8:0] MUX3 = D3^and3;
wire [8:0] D4 = {MUX3[7],MUX3[6],MUX3[5],MUX3[4],MUX3[3],MUX3[2],MUX3[1],MUX3[0],z[3]};
wire [8:0] and4 = {D4[8]&poly[8],D4[8]&poly[7],D4[8]&poly[6],D4[8]&poly[5],D4[8]&poly[4],D4[8]&poly[3],D4[8]&poly[2],D4[8]&poly[1],D4[8]&poly[0]};
wire [8:0] MUX4 = D4^and4;
wire [8:0] D5 = {MUX4[7],MUX4[6],MUX4[5],MUX4[4],MUX4[3],MUX4[2],MUX4[1],MUX4[0],z[2]};
wire [8:0] and5 = {D5[8]&poly[8],D5[8]&poly[7],D5[8]&poly[6],D5[8]&poly[5],D5[8]&poly[4],D5[8]&poly[3],D5[8]&poly[2],D5[8]&poly[1],D5[8]&poly[0]};
wire [8:0] MUX5 = D5^and5;
wire [8:0] D6 = {MUX5[7],MUX5[6],MUX5[5],MUX5[4],MUX5[3],MUX5[2],MUX5[1],MUX5[0],z[1]};
wire [8:0] and6 = {D6[8]&poly[8],D6[8]&poly[7],D6[8]&poly[6],D6[8]&poly[5],D6[8]&poly[4],D6[8]&poly[3],D6[8]&poly[2],D6[8]&poly[1],D6[8]&poly[0]};
wire [8:0] MUX6 = D6^and6;
wire [8:0] D7 = {MUX6[7],MUX6[6],MUX6[5],MUX6[4],MUX6[3],MUX6[2],MUX6[1],MUX6[0],z[0]};
wire [8:0] and7 = {D7[8]&poly[8],D7[8]&poly[7],D7[8]&poly[6],D7[8]&poly[5],D7[8]&poly[4],D7[8]&poly[3],D7[8]&poly[2],D7[8]&poly[1],D7[8]&poly[0]};
wire [8:0] MUX7 = D7^and7;
assign X = MUX7[7:0];
endmodule
`timescale 1ns / 1ps
module z_to_y(
    input [7:0] S1,
    input [7:0] S2,
    input [7:0] S3,
    input [7:0] S4,
    input [7:0] S5,
    input [7:0] S6,
    input [7:0] z1,
    input [7:0] z2,
    input [7:0] z3,
    input signal,
    output [7:0] y1,
    output [7:0] y2,
    output [7:0] y3
    );
wire [7:0] z1z1,z2z2,z1z1z2,z1z2z2,delta;
multiply multiply1 (.X(z1z1),.A(z1),.B(z1));
multiply multiply2 (.X(z2z2),.A(z2),.B(z2));
multiply multiply3 (.X(z1z1z2),.A(z1z1),.B(z2));
multiply multiply4 (.X(z1z2z2),.A(z1),.B(z2z2));
assign delta = z1z2z2^z1z1z2;
wire [7:0] S1z2z2,S2z2,delta1;
multiply multiply5(.X(S1z2z2),.A(S1),.B(z2z2));
multiply multiply6(.X(S2z2),.A(S2),.B(z2));
assign delta1 = S1z2z2^S2z2;
wire [7:0] S1z1z1,S2z1,delta2;
multiply multiply7(.X(S1z1z1),.A(S1),.B(z1z1));
multiply multiply8(.X(S2z1),.A(S2),.B(z1));
assign delta2 = S1z1z1^S2z1;
wire [7:0] i_delta,out1,out2;
Inverse_8_bit Inverse1 (.x(delta),.y(i_delta));
multiply multiply9(.X(out1),.A(delta1),.B(i_delta));
multiply multiply10(.X(out2),.A(delta2),.B(i_delta));
wire [7:0] del,del1,del2,del3,i_del,out3,out4,out5,z1z1z1,z2z2z2,z3z3,z3z3z3;
multiply multiply11(.X(z1z1z1),.A(z1z1),.B(z1));
multiply multiply12(.X(z2z2z2),.A(z2z2),.B(z2));
multiply multiply13(.X(z3z3),.A(z3),.B(z3));
multiply multiply14(.X(z3z3z3),.A(z3z3),.B(z3));
Determinant determnant1 (.d1(z1),.d2(z2),.d3(z3),.d4(z1z1),.d5(z2z2),.d6(z3z3),.d7(z1z1z1),.d8(z2z2z2),.d9(z3z3z3),.out(del));
Determinant determnant2 (.d1(S1),.d2(z2),.d3(z3),.d4(S2),.d5(z2z2),.d6(z3z3),.d7(S3),.d8(z2z2z2),.d9(z3z3z3),.out(del1));
Determinant determnant3 (.d1(z1),.d2(S1),.d3(z3),.d4(z1z1),.d5(S2),.d6(z3z3),.d7(z1z1z1),.d8(S3),.d9(z3z3z3),.out(del2));
Determinant determnant4 (.d1(z1),.d2(z2),.d3(S1),.d4(z1z1),.d5(z2z2),.d6(S2),.d7(z1z1z1),.d8(z2z2z2),.d9(S3),.out(del3));
Inverse_8_bit Inverse2 (.x(del),.y(i_del));
multiply multiply15 (.X(out3),.A(del1),.B(i_del));
multiply multiply16 (.X(out4),.A(del2),.B(i_del));
multiply multiply17 (.X(out5),.A(del3),.B(i_del));
wire sig1 = ((~z1[0])&(~z1[1])&(~z1[2])&(~z1[3])&(~z1[4])&(~z1[5]));
wire sig2 = ((~z2[0])&(~z2[1])&(~z2[2])&(~z2[3])&(~z2[4])&(~z2[5]));
wire sig3 = ((~z3[0])&(~z3[1])&(~z3[2])&(~z3[3])&(~z3[4])&(~z3[5]));
assign y1 = sig1?8'b00000000:(sig2?S1:(sig3?out1:out3));
assign y2 = sig1?8'b00000000:(sig2?8'b00000000:(sig3?out2:out4));
assign y3 = sig1?8'b00000000:(sig2?8'b00000000:(sig3?8'b00000000:out5));
endmodule

==> out/metrics.cfg <==
[drt]
wl_um = 183600
antenna_left = 0
first_pass_iters = 6
post-route-drc-count = 0
routedWlPerCell_um = 18.78
drtIter0Drc = 4503
vias = 49100
antenna-diode-count = 0
vias_per_cell = 5.022

[min_path]
hold_class = in2out
min_from = S1[2]

[run_status]
status = complete, no violations

[critical_path]
slowest_delay_ns = 1.01
start_kind = input port
slowest_stage = ha_2
crit_path_max_fanout = 43
path_delay_family = XOR/XNOR gates
path_buffers = 15
crit_required_ns = 58.64
worstPathArrival_ns = 40.16
crit_start = z1[7]
endpoint_kind = output pin
critPathMostFrequentCell = xnor2_1
crit_type = in2out

[yosys]
top_cell = xnor2_1
yosysTopAreaCell = xnor2_1
top_cells_by_count = xnor2_1, nand2_1, nor2_1
ys_cells = 7699
syn_inst = 7699
ys_seq_share = 0
yosysWarnings = 0
synthDistinctLibCells = 98
area_leaders = xnor2_1, nand2_1, xnor3_1, xor2_1, nor2_1
syn-cell-area_um2 = 52440
yosys_area_um2 = 52440
top_cell_area_share = 0.3805
syn-mean-instance-area_um2 = 6.811

[final_timing]
hold_viol = 0
worst_pin_slew_ns = 0.9363
layout_setup_ws_ns = 18.48
fin_crit_ns = 54.82
hold_slack_ns = 30.30
relSlewSlack = 0.3713
slew_violations = 0
finalSetupViolations = 0
period_used_share = 0.7478
rsz0062_at_grt = false
tns_ns = 0
fmax_mhz = 18.24

[clock_tree]
post_cts_buffers = 0
hold_buffers = 0
cts_resized = 0

[job]
cap_viol_max_count = 0
warnings = 77

[layout]
fillers = 18300
areaGrowthSynthToFinish_pct = 6.676
layout-drive-gt1-share = 0.06696
ff_latch_area_um2 = 0
ff_count = 0
clkbuf_count = 0
finalNonFillerCells = 9777

[grt]
grt_max_degree = 53
grt_overflow = 0
grt_pass1_vias = 45270
antenna_found_initial = 6
track_usage = 0.2068
grt_pass1_wl_um = 280000

[placed_design]
dp_cells = 9777
port_buffers = 72
place_ws_ns = 18.73
place_hpwl_um = 123000
place.gp.congestion = 0.9735

[die]
core_area_um2 = 173800
dieArea_um2 = 176500
die_h_um = 420.1
die_x_um = 420.1
row_count = 153
initial_utilization = 0.3017
io_pins = 97

path summary, 6_finish.rpt:
| check | depth (start not counted) | to | slack [ns] |
|---|---|---|---|
| setup / recovery | 74 | y2[7] | 18.48 |
| hold / removal | 4 | y1[2] | 30.30 |
kinds of logic after synthesis:
logic type,share of synthesized area
buffers and inverters,0.05392
adder cells (fa/ha/maj),0.008303
AND-OR/OR-AND,0.09245
multiplexers,0.01715
other,0.00007151
XOR/XNOR,0.5852
AND/OR/NAND/NOR,0.2429
layer usage:
| layer | part of all wire | wire (µm) | track usage | vias to the layer above |
|---|---|---|---|---|
| li1 | - | - | - | 23780 |
| met1 | 0.43 | 79040 | 0.2888 | 22720 |
| met2 | 0.44 | 80620 | 0.3232 | 2265 |
| met3 | 0.095 | 17520 | 0.03934 | 344 |
| met4 | 0.035 | 6449 | 0.06229 | 0 |
| met5 | 0 | 0 | 0 | - |
area by class of cell:
type	instances	area, µm²	area share
inverter	88	330.3	0.005905
multi-input combinational	7011	50060	0.8949
tap	2325	2909	0.05200
timing repair buffer	353	2643	0.04724
tightest hold or removal path, stage by stage:
cell,delay (ns)
buf_2,0.26
nand2_1,0.12
a21oi_1,0.15
clkdlybuf4s50_1,0.42
cell usage in the layout (no fill, tap or decap), types with 21 or more instances in the layout:
cell and n:
xnor2_1 2232, nor2b_1 135, nor3_1 54, a21oi_1 200
nor2_1 705, nand2b_1 98, o22ai_1 35, a211oi_1 23
buf_2 36, mux2_2 21, a22oi_1 48, xor3_1 26
inv_1 70, xnor3_1 229, xor2_1 420, buf_4 284
nand3_1 61, o211ai_1 22, xnor2_2 81, o21ai_0 209
mux2i_1 64, nand2_1 1946, ha_1 30, clkdlybuf4s50_1 33
stage by stage:
stage	utilization	instance area, µm²
floorplan	-	52450
global placement	0.3218	55940
detailed placement	0.3218	55940
CTS	0.3218	55940
global route	0.3218	55940
finish	0.3218	55940
